`flow/config.mk`:
```
export PLATFORM = sky130hd
export DESIGN_NAME = project_1
export DESIGN_NICKNAME = project_1
export VERILOG_FILES = /design/flow/design.v
export SDC_FILE = /design/flow/constraint.sdc
export NUM_CORES = 4
export LEC_CHECK = 1
export CORE_UTILIZATION = 30
```
`flow/constraint.sdc`:
```
current_design project_1

set clk_period 20.5
set clk_io_pct 0.2

create_clock -name clk0 -period $clk_period [get_ports {CLK}]

set non_clock_inputs [all_inputs -no_clocks]
set_input_delay [expr $clk_period * $clk_io_pct] -clock clk0 $non_clock_inputs
set_output_delay [expr $clk_period * $clk_io_pct] -clock clk0 [all_outputs]
```
`flow/design.v`:
```
module ff( clk,en ,rst,D,Q);
parameter width=1;
parameter DREG=0;
parameter RSTTYPE="SYNC";
input clk,rst,en;
input [width-1:0]D;
output [width-1:0]Q;
reg [width-1:0] tmp;
generate
    if(RSTTYPE=="SYNC")
    begin
 always@(posedge clk)
begin
   if(rst)
    tmp<=0;
    else if(en)
    tmp<=D;
   end 
end
else
begin
always@(posedge clk,posedge rst)
begin
   if(rst)
    tmp<=0;
    else if(en)
    tmp<=D; 
   end 
end
   endgenerate
   assign Q = (DREG)? tmp:D;
endmodule
module project_1 (A,B,D,C,CLK,CARRYIN,OPMODE,BCIN,RSTA,RSTB,RSTM,RSTP,RSTC,RSTD,RSTCARRYIN,RSTOPMODE,CEA,CEB,CEM,CEP,CEC,CED,CECARRYIN,CEOPMODE,PCIN,BCOUT,PCOUT,P,M,CARRYOUT,CARRYOUTF);
parameter A0REG=0;
parameter A1REG=1;
parameter B0REG=0;
parameter B1REG=1;
parameter CREG=1;
parameter MREG=1;
parameter DREG=1;
parameter PREG=1;
parameter CARRYINREG=1;
parameter CARRYOUTREG=1;
parameter OPMODEREG=1;
parameter CARRINYSEL="OPMODE5";
parameter B_INPUT = "DIRECT";
parameter RSTTYPE ="SYNC";
input CLK,RSTA,RSTB,RSTM,RSTP,RSTC,RSTD,RSTCARRYIN,RSTOPMODE,CEA,CEB,CEP,CEC,CED,CEM,CARRYIN,CECARRYIN,CEOPMODE;
input [17:0]A,B,D,BCIN;
input [7:0] OPMODE;
input [47:0]C,PCIN;
output [17:0] BCOUT;
output  [47:0] PCOUT,P;
output  CARRYOUT,CARRYOUTF;
output  [35:0] M;
wire [17:0] B_MUX;
wire[17:0] A_REG;
wire[17:0] B_REG;
wire[17:0] D_REG;
wire [47:0] C_REG;
wire [7:0] OPMODE_REG;
wire [17:0] result_REG;
wire [17:0] A_REG2;
wire [35:0] multiply_REG;
wire CARRY_IN_MUX;
wire CARRYIN_REG;
reg [17:0] add_sub;
reg [17:0] result;
reg[35:0] multiply;
reg[47:0] X;
reg [47:0]Z;
reg [47:0] add_sub_2;
reg cout;
assign B_MUX= (B_INPUT == "DIRECT")? B: (B_INPUT == "CASCADE")? BCIN:0;
assign  CARRY_IN_MUX= (CARRINYSEL=="OPMODE5")? OPMODE_REG[5]: (CARRINYSEL=="CARRYIN")?CARRYIN:1'b0;
ff #(.width(18),.DREG(A0REG),.RSTTYPE(RSTTYPE)) A0( CLK,CEA ,RSTA,A,A_REG);
ff #(.width(18),.DREG(B0REG),.RSTTYPE(RSTTYPE)) B0( CLK,CEB ,RSTB,B_MUX,B_REG);
ff #(.width(48),.DREG(CREG),.RSTTYPE(RSTTYPE)) C_ff ( CLK,CEC ,RSTC,C,C_REG);
ff #(.width(18),.DREG(DREG),.RSTTYPE(RSTTYPE)) D_ff( CLK,CED ,RSTD,D,D_REG);
ff #(.width(8),.DREG(OPMODEREG),.RSTTYPE(RSTTYPE)) OPMODE_ff ( CLK,CEOPMODE ,RSTOPMODE,OPMODE,OPMODE_REG);
ff #(.width(18),.DREG(B1REG),.RSTTYPE(RSTTYPE)) B1 ( CLK,CEB ,RSTB,result,result_REG);
ff #(.width(18),.DREG(A1REG),.RSTTYPE(RSTTYPE)) A1( CLK,CEA ,RSTA,A_REG,A_REG2);
ff #(.width(36),.DREG(MREG),.RSTTYPE(RSTTYPE)) M_ff( CLK,CEM ,RSTM,multiply,multiply_REG);
ff #(.width(1),.DREG(CARRYINREG),.RSTTYPE(RSTTYPE)) CARRYIN_ff( CLK,CECARRYIN ,RSTCARRYIN,CARRY_IN_MUX,CARRYIN_REG);
ff #(.width(48),.DREG(PREG),.RSTTYPE(RSTTYPE)) P_ff( CLK,CEP ,RSTP,add_sub_2,P);
ff #(.width(1),.DREG(CARRYOUTREG),.RSTTYPE(RSTTYPE)) CARRYOUT_ff( CLK,CECARRYIN ,RSTCARRYIN,cout,CARRYOUT);
assign CARRYOUTF=CARRYOUT;
assign PCOUT= P;
assign BCOUT= result_REG;
assign M=multiply_REG;
always@(*)
begin
if(!OPMODE_REG[6])
add_sub= D_REG+B_REG;
else
add_sub=D_REG-B_REG;
if(OPMODE_REG[4])
result= add_sub;
else
result= B_REG;
end
always@(*)
begin
    multiply=A_REG2*result_REG;
end
always@ (*)
begin
case(OPMODE_REG[1:0])
2'b00:X=0;
2'b01:X=multiply_REG;
2'b10:X=P;
2'b11:X={D_REG,A_REG2,result_REG};
endcase    
end
always@(*)
begin
    case(OPMODE_REG[3:2])
    2'b00:Z=0;
    2'b01:Z=PCIN;
    2'b10:Z=P;
    2'b11:Z=C_REG;
endcase
end
always@(*)
begin
    if(!OPMODE_REG[7])
 {cout,add_sub_2}= X+Z+CARRYIN_REG;
 else
  {cout,add_sub_2}=Z-(X+CARRYIN_REG);  
end
endmodule
```
`flow/run.sh`:
```
#!/bin/bash
# OpenROAD 26Q1-2900-gdf79404cd8, Yosys 0.63+post, stock flow scripts
make -C /OpenROAD-flow-scripts/flow DESIGN_CONFIG=/design/flow/config.mk WORK_HOME=/design/flow/orfs finish
```
==> results.tsv <==
stage	metric	value	unit
critical_path	cp.arrival	9.08	ns
logic_synthesis	yosys-stat-cells	3350	
critical_path	cp_slowest_stage_delay	0.62	ns
die	die_height	305	um
clock_network	cts_hold_repair.buffers	0	
clock_network	root_buffer	sky130_fd_sc_hd__clkbuf_16	
clock_network	numClockSinks	196	
critical_path	setup.worst_path.end_class	register	
placement	port-buffer-count	326	
placement	dpl.cell_count	4671	
clock_network	cts_tree	yes	
logic_synthesis	yosys.cell_types.count	77	
logic_synthesis	synth_chip_area	0.0276	mm2
critical_path	path_max_fanout	5	
pwr	vdd_drop_max	0.0732	mV
grt	grt_pass1_wl	143	mm
die	die_w	305	um
logic_synthesis	synthesis.area_per_instance	8.24	um2
logic_synthesis	top_cells_by_area	sky130_fd_sc_hd__fa_1 (19%), sky130_fd_sc_hd__dfxtp_1 (14%), sky130_fd_sc_hd__ha_1 (12%)	
clock_network	cts-root-to-sink-buffers	2	
logic_synthesis	ys_top_cells_by_count	sky130_fd_sc_hd__inv_1 (459), sky130_fd_sc_hd__nand2_1 (292), sky130_fd_sc_hd__nor2_1 (276), sky130_fd_sc_hd__ha_1 (267), sky130_fd_sc_hd__fa_1 (261)	
die	io_pins	346	
drt	drt_pass1_iterations	7	
logic_synthesis	yosysMostFrequentCell	sky130_fd_sc_hd__inv_1	
sta	hold_viol_final	0	
drt	finalWirelength	93.3	mm
sta	final.setup.worst_slack	11.87	ns
sta	clock.fmax	0.116	GHz
layout	syn_to_final_growth	17.1	%
sta	finalClockSkew	0.0193	ns
hold_path	hold_class	reg2reg	
logic_synthesis	netlist.top_cell.by_area	sky130_fd_sc_hd__fa_1	
critical_path	timing.critical_path.required	20.96	ns
grt	antenna_found_initial	3	
layout	layout_cell_share_with_drive_strength_beyond_1	5.81	%
clock_network	cts.clk_slew.worst_paths	0.10	ns
sta	tightest_slew	0.886	ns
clock_network	insertion_delay	0.53	ns
critical_path	timing_worst_setup_path_type	in2reg	
sta	relative_slew_margins	40.4	%
logic_synthesis	ys.flop_type	sky130_fd_sc_hd__dfxtp_1	
placement	place.gp.congestion	0.950	
die	floorplanUtilization	30.5	%
sta	timing.final.crit_period	8.63	ns
logic_synthesis	syn-instance-count	3350	
drt	vias	23700	
sta	min_period_over_period	42.1	%
grt	globalRouteTotalUtil	20.6	%
die	fp.coreArea	0.0906	mm2
critical_path	worstSetupStartpointType	primary input	
logic_synthesis	flip_flop_and_latch_count_after_synthesis	196	
logic_synthesis	netlist_area	0.0276	mm2
logic_synthesis	yosys_warnings	7	
placement	place_worst_setup_slack	11.53	ns
status	outcome	completed	
layout	finalInstanceArea	0.0323	mm2
die	die_area	0.0933	mm2
logic_synthesis	synth-seq-area-share	14.2	%
layout	fill_cell_instance_count_of_the_final_layout	9308	
sta	setup_total_negative_slack	0	ns
placement	dpl.hpwl	73.7	mm
pwr	p_leak	0.0152	uW
placement	detailed_place.area	0.0317	mm2
pwr	total_design_power	1710	uW
sta	setup_violations	0	
logic_synthesis	postSynth.asyncResetShare	0	%
clock_network	cts_inserted_buffers	17	
critical_path	critPathSlowestCell	sky130_fd_sc_hd__o21ai_0	
run	maxCapViolations	0	
pwr	powerDensity	52.8	mW/mm2
die	number_of_rows_created_at_floorplan	110	
run	warning_count	91	
logic_synthesis	count_of_flip_flops_with_a_built_in_enable_after_synthesis	0	
grt	first_global_vias	23400	
grt	grt_max_degree	49	
drt	remaining_drc_errors	0	
clock_network	cts_max_level	4	
drt	routedWlPerCell	19.8	um
clock_network	post-cts-setup-buffer-count	0	
drt	drt-initial-drc-count	1518	
layout	post_layout_nonfiller_instances	4703	
logic_synthesis	yosys_top_cell_area_share	18.9	%
sta	unrepaired_setup_endpoints_after_global_routing	false	
critical_path	path_cells	clkdlybuf4s50_1, mux2_2, a22oi_1, fa_1, inv_1, fa_1, a211o_1, a21oi_1, a211oi_1, o21ai_0, o31ai_1, a21o_1, a311oi_1, xnor2_1, mux2i_1, a211oi_1	
grt	global_route.overflow_total	0	
drt	post_drt_via_cell_ratio	5.04	
clock_network	cts_resized	0	
sta	drv_slew	0	
drt	antenna_violating_nets_post_route	0	
drt	route.antenna.diode_count	0	
## cell families (layout without fill, tap and decap cells)
kind of cell	count (synthesis)	in the layout	synth area share, %
flip-flops	196	196	14.2
buffers and inverters	702	879	10.2
adder cells (fa/ha/maj)	528	528	31.0
XOR/XNOR	129	129	4.09
AND/OR/NAND/NOR	938	938	16.0
AND-OR/OR-AND	612	612	15.1
multiplexers	245	245	9.28
## worst paths after layout
path	from	cells past startpoint	endpoint	slack (ns)
max	PCIN[0]	16	P_ff.tmp[34]$_SDFFE_PP0P_	11.87
max reg2reg	A1.tmp[7]$_SDFFE_PP0P_	23	M_ff.tmp[31]$_SDFFE_PP0P_	13.05
min reg2reg	B1.tmp[11]$_SDFFE_PP0P_	2	B1.tmp[11]$_SDFFE_PP0P_	0.49
min	B1.tmp[11]$_SDFFE_PP0P_	2	B1.tmp[11]$_SDFFE_PP0P_	0.49
## where the power goes
| group | total (uW) | leakage (uW) | internal (uW) | switching (uW) |
|---|---|---|---|---|
| combinational | 857 | 0.0133 | 385 | 472 |
| sequential | 469 | 0.00162 | 414 | 54.6 |
| clock | 383 | 0.000301 | 178 | 205 |
| total | 1710 | 0.0152 | 977 | 731 |
## critical path: cells and delay by family
kind | cells | cell delay [ns]
AND-OR/OR-AND | 9 | 3.06
adder cells (fa/ha/maj) | 2 | 0.81
buffers and inverters | 2 | 0.50
multiplexers | 2 | 0.43
XOR/XNOR | 1 | 0.16
## per-layer routing
| metal | GRT usage [%] | vias to the layer above | part of all wire (%) |
|---|---|---|---|
| li1 | - | 11400 | - |
| met5 | 0 | - | 0.028 |
| met3 | 6.96 | 99 | 9.3 |
| met2 | 30.6 | 856 | 43 |
| met1 | 29.6 | 11400 | 45 |
| met4 | 4.35 | 4 | 2.6 |
## cells in the final DEF, fill, tap and decap left out, drive strengths merged, types with 31 or more instances in the layout
master         netlist  final
xor2                33     33
nor2b               43     43
a21oi              165    165
a22o                60     60
nor3                41     41
mux2                86     86
inv                459    466
clkdlybuf4s50        0    320
o21ai               77     77
a31oi               31     31
ha                 267    267
dfxtp              196    196
nand3               37     37
xnor2               96     96
a211oi              41     41
a21o                67     67
nor2               276    276
mux2i              159    159
and2               140    140
buf                 77     67
nand2              293    293
fa                 261    261
## sequential cells by signal (all words and copies together) (netlist names)
| register | flops |
|---|---|
| A1.tmp | 18 |
| B1.tmp | 18 |
| CARRYIN_ff.tmp | 1 |
| CARRYOUT_ff.tmp | 1 |
| C_ff.tmp | 48 |
| D_ff.tmp | 18 |
| M_ff.tmp | 36 |
| OPMODE_ff.tmp | 8 |
| P_ff.tmp | 48 |
## area by class of cell
type	instances	area, um2	share of cell area [%]
Inverter	460	1730	5.34
Tap cell	1176	1470	4.55
Multi-Input combinational cell	2452	20900	64.6
Sequential cell	196	3930	12.2
Clock buffer	17	425	1.32
Timing Repair Buffer	387	3690	11.4
Clock inverter	15	204	0.631
## through the flow
step | util, % | hold WS (ns)
floorplan | - | 0.444
global placement | 35.0 | 0.466
detailed placement | 35.0 | 0.478
CTS | 35.7 | 0.496
global route | 35.7 | 0.518
finish | 35.7 | 0.492
No activity file was given, so power comes from the tool's default toggle rates.
